### /design/flow/config.mk
export PLATFORM = sky130hd
export DESIGN_NAME = gmii_router
export DESIGN_NICKNAME = gmii_router
export VERILOG_FILES = /design/flow/design.v
export SDC_FILE = /design/flow/constraint.sdc
export NUM_CORES = 4
export LEC_CHECK = 1
export CORE_AREA = 10 10 483 483
export DIE_AREA = 0 0 493 493
export SYNTH_HDL_FRONTEND = slang
### /design/flow/constraint.sdc
current_design gmii_router

set clk_period 4.9
set clk_io_pct 0.2

create_clock -name clk0 -period $clk_period [get_ports {clk}]

set non_clock_inputs [all_inputs -no_clocks]
set_input_delay [expr $clk_period * $clk_io_pct] -clock clk0 $non_clock_inputs
set_output_delay [expr $clk_period * $clk_io_pct] -clock clk0 [all_outputs]
### /design/flow/run.sh
#!/bin/bash
# OpenROAD 26Q1-2900-gdf79404cd8, Yosys 0.63+post, stock flow scripts
make -C /OpenROAD-flow-scripts/flow DESIGN_CONFIG=/design/flow/config.mk WORK_HOME=/design/flow/orfs finish
### /design/flow/design.v
`timescale 1ns / 1ps
package gmii_router_definitions;
	parameter MAC_TABLE_SIZE = 4;
	parameter PORT_NUMBER = 4;
	parameter BYTE = 8;
	parameter BROADCAST = 48'hFFFFFFFFFFFF;
	typedef struct packed {
		reg [6*BYTE-1:0] mac_number;
	} mac_val;
	typedef struct packed {
		mac_val [MAC_TABLE_SIZE-1:0] mac_number_per_port;
	} mac_val_per_port;
	typedef struct packed {
		reg [7:0] data;
		reg dv;
		reg err;
	} gmii_interface;
	typedef struct packed {
		gmii_interface gmii_flow;
		reg [PORT_NUMBER-1:0] port_index;
	} gmii_routed_interface;
	typedef struct packed {
		mac_val_per_port [PORT_NUMBER-1:0] main_switch_table ;
	} switch_table;
	typedef struct packed {
		mac_val mac_number_per_port;
		reg mac_valid;
	} mac_info_interface;
endpackage
`timescale 1ns / 1ps
import gmii_router_definitions::*;
module gmii_router #(parameter THIS_PORT_ROUTING = 0)(
		input clk,
		input rst,
		input switch_table src_MAC_table,
		input gmii_interface gmii_rxd_in,
		output gmii_interface [PORT_NUMBER-1:0] gmii_rxd_out
    );
	localparam DELAY_DATA_VALUE = 7+1+6 +1 + 1; 
	(*keep = "true"*)gmii_routed_interface [DELAY_DATA_VALUE-1:0] gmii_pipe;
	switch_table src_MAC_table_sync;
	always_ff @(posedge clk)
		src_MAC_table_sync <= src_MAC_table;
	always_ff @(posedge clk) begin
		gmii_pipe[0].gmii_flow <= gmii_rxd_in;
      for (int i=1; i < DELAY_DATA_VALUE; i++)
      begin: piplining_gmii
         gmii_pipe[i].gmii_flow <= gmii_pipe[i-1].gmii_flow;
      end		
	end
	wire [8*BYTE-1:0] detected_preamble;
	assign detected_preamble = {gmii_pipe[DELAY_DATA_VALUE-1-1 -1].gmii_flow.data, gmii_pipe[DELAY_DATA_VALUE-1-1 -2].gmii_flow.data,
								gmii_pipe[DELAY_DATA_VALUE-1-1 -3].gmii_flow.data, gmii_pipe[DELAY_DATA_VALUE-1-1 -4].gmii_flow.data,
								gmii_pipe[DELAY_DATA_VALUE-1-1 -5].gmii_flow.data, gmii_pipe[DELAY_DATA_VALUE-1-1 -6].gmii_flow.data,
								gmii_pipe[DELAY_DATA_VALUE-1-1 -7].gmii_flow.data, gmii_pipe[DELAY_DATA_VALUE-1-1 -8].gmii_flow.data};
	wire [6*BYTE-1:0] detected_MAC_dest;
	assign detected_MAC_dest = {gmii_pipe[DELAY_DATA_VALUE-1-7-1-1 -1].gmii_flow.data, gmii_pipe[DELAY_DATA_VALUE-1-7-1-1 -2].gmii_flow.data,
								gmii_pipe[DELAY_DATA_VALUE-1-7-1-1 -3].gmii_flow.data, gmii_pipe[DELAY_DATA_VALUE-1-7-1-1 -4].gmii_flow.data,
								gmii_pipe[DELAY_DATA_VALUE-1-7-1-1 -5].gmii_flow.data, gmii_pipe[DELAY_DATA_VALUE-1-7-1-1 -6].gmii_flow.data};
	wire [6*BYTE-1:0] detected_MAC_dest_pr_sh;
	assign detected_MAC_dest_pr_sh = {gmii_pipe[DELAY_DATA_VALUE-1-7-1-1].gmii_flow.data, gmii_pipe[DELAY_DATA_VALUE-1-7-1-1 -1].gmii_flow.data,
								gmii_pipe[DELAY_DATA_VALUE-1-7-1-1 -2].gmii_flow.data, gmii_pipe[DELAY_DATA_VALUE-1-7-1-1 -3].gmii_flow.data,
								gmii_pipe[DELAY_DATA_VALUE-1-7-1-1 -4].gmii_flow.data, gmii_pipe[DELAY_DATA_VALUE-1-7-1-1 -5].gmii_flow.data};
	reg [MAC_TABLE_SIZE-1:0] mac_compare [PORT_NUMBER-1:0];
	reg broadcast_detector=0;
	always @(posedge clk) begin 
		for (int i = 0; i < PORT_NUMBER; i++) begin
			for (int j = 0; j < MAC_TABLE_SIZE; j++) begin
				if(rst) begin
					mac_compare[i][j] <= 1'b1;
				end
				else begin 
					if (!gmii_pipe[DELAY_DATA_VALUE-1-1].gmii_flow.dv && gmii_pipe[DELAY_DATA_VALUE-2-1].gmii_flow.dv)begin 
						if(detected_preamble[2*BYTE-1:BYTE] == 8'hD5)begin 
							mac_compare[i][j] <= (&(~(detected_MAC_dest_pr_sh ^ src_MAC_table_sync.main_switch_table[i].mac_number_per_port[j]))) || (&detected_MAC_dest_pr_sh); 
							if(&detected_MAC_dest_pr_sh) 
								broadcast_detector <= 1'b1;
							else
								broadcast_detector <= 1'b0;
						end
						else begin 
							mac_compare[i][j] <= (&(~(detected_MAC_dest ^ src_MAC_table_sync.main_switch_table[i].mac_number_per_port[j]))) || (&detected_MAC_dest); 
							if(&detected_MAC_dest) 
								broadcast_detector <= 1'b1;
							else
								broadcast_detector <= 1'b0;
						end
					end
				end
			end
		end
	end
	always_ff @(posedge clk) begin
		for (int i = 0; i < PORT_NUMBER; i++) begin
			if(rst) begin
				for (int k = 0; k < DELAY_DATA_VALUE; k++) begin
					gmii_pipe[k].port_index <= '0;
					gmii_pipe[k].port_index[THIS_PORT_ROUTING] <= 1'b1;
				end
			end
			else begin 
				if(!gmii_pipe[DELAY_DATA_VALUE-1].gmii_flow.dv && gmii_pipe[DELAY_DATA_VALUE-2].gmii_flow.dv) begin
					for (int k = 0; k < DELAY_DATA_VALUE; k++) begin
						gmii_pipe[k].port_index[i] <= |mac_compare[i];
					end
				end			
				else begin
					gmii_pipe[0].port_index <= gmii_pipe[1].port_index; 
				end
			end
		end
	end
	always_ff @(posedge clk) begin
		if(broadcast_detector) begin 
			for (int i = 0; i < PORT_NUMBER; i++) begin
				if(i!=THIS_PORT_ROUTING) begin
					gmii_rxd_out[i] <= gmii_pipe[DELAY_DATA_VALUE-1].gmii_flow;
				end
				else begin
					gmii_rxd_out[i] <= '0;
				end
			end
		end
		else begin
			for (int i = 0; i < PORT_NUMBER; i++) begin
				if(i!=THIS_PORT_ROUTING) begin
					if(gmii_pipe[DELAY_DATA_VALUE-1].port_index[i]) begin
						gmii_rxd_out[i] <= gmii_pipe[DELAY_DATA_VALUE-1].gmii_flow;
					end
					else begin
						gmii_rxd_out[i] <= '0;
					end
				end
				else begin 
					gmii_rxd_out[i] <= '0;
				end
			end
		end
	end
endmodule
==> flow_summary.ini <==
; generated from flow reports
[outcome]
status = finished clean

[sta]
worst_slew_pin_slew_ps = 1051
fin_setup_tns_ps = 0
period_minus_slack_ps = 3207
fmax_mhz = 311.8
finalHoldViolCount = 0
finClkSkew_ps = 38.27
fin_crit_sh = 0.6545
rsz0062_at_grt = no
slew_viol_final = 0
setup_viol = 0
slew_headroom = 0.2931

[power]
seq_power_share = 0.453
combPwrFrac = 0.101
p_leak_uw = 0.01613
fin_total_pwr_uw = 16310
power-per-cell-area_nw_per_um2 = 381.9
ir_drop_mv = 0.2442
p_switching_uw = 4448
clkPwrFrac = 0.446
intPower_uw = 11860
power.share.switching = 0.2727

[clock_network]
cts_buffers = 91
cts_root_buf = clkbuf_16
cts_setup_buffers = 0
clockBufferDepth = 3
htree_levels = 3
insertion_delay_ps = 730
cts.hold.buffers_added = 0
cts_resized = 0
clk_pin_slew_ps = 60
cts_tree = built
cts_sinks = 782

[grt]
gr-total-overflow = 0
track_usage = 0.1481
antenna_found_initial = 104
grt_max_degree = 21
first_global_vias = 24302
grt_pass1_wl_mm = 234.9

[worst_setup_path]
path_max_fanout = 16
crit_path_start_kind = register
required_ps = 5450
cp.arrival_ps = 3760
r2r_start = gmii_pipe[49]
crit_path_end_kind = register
rr_worst_depth = 7
setup.worst_path.class = reg2reg
worstReg2RegEnd = mac_compare[1][6]
r2r_setup_slack_ps = 1690

[die]
die_y_um = 493
fp-utilization = 0.1343
die_width_um = 493
rows = 173
io_pins = 820
design.die.area_um2 = 243000
core-area_um2 = 222500

[min_path]
hold_path_class = reg2reg
hold_path.startpoint = gmii_pipe[61]
min_path_cells = 0
worstHoldEndpoint = gmii_pipe[75]

[route]
wl_per_cell_um = 29.29
wl_met2_mm = 85.28
routed_wirelength_mm = 183.4
drc = 0
firstDrtPassIters = 6
wl_met1_mm = 68.98
drt_iter0_markers = 1606
top_layer = met5
route.met3.wl_mm = 16.40
final_antenna_net_count = 0
viasPerCell = 3.624
vias = 22699

[yosys]
syn-cell-area_um2 = 29890
yosys_warnings = 0
syn_area_per_cell_um2 = 11.44
synth_cells = 2612

[placement]
gp_congestion = 0.8928
dp.cells = 6071
place_hpwl_mm = 140.5
port_buffers = 617

[cells_and_area]
utilization = 0.1919
flop_area_um2 = 15950
stdcell_count = 6264
syn_to_final_growth_pct = 42.85
drive_above_1_share = 0.08556
fillers = 24291
logic_area_um2 = 13110

[job]
cap_violations = 0
tool_warnings = 217
how the worst max path moves through the flow:
stage | from | endpoint | slack (ps) | depth (start not counted)
5_1_grt | gmii_pipe[49] | mac_compare[1][1] | 1660 | 7
6_report | gmii_pipe[49] | mac_compare[1][6] | 1690 | 7
4_1_cts | gmii_pipe[49] | mac_compare[1][1] | 1680 | 7
layer usage:
metal	up-vias	track usage
met1	10814	0.1743
met2	1432	0.2382
met3	590	0.04991
met5	-	0
li1	9793	-
met4	70	0.08026
state kept, by name (all words and copies together), names as in the netlist:
register and flops:
broadcast_detector 1, gmii_rxd_out 30, src_MAC_table_sync 576, mac_compare 12, gmii_pipe 163
placed cells by master (no fill, tap or decap), types with 8 or more instances in the layout:
master,instances
clkbuf_16,93
buf_4,63
nor2_1,10
diode_2,28
edfxtp_1,12
dfxtp_4,40
clkbuf_8,8
inv_6,11
dfxtp_1,714
o22a_1,11
xor2_1,1148
clkinv_2,8
clkdlybuf4s50_1,617
nor4_1,291
conb_1,10
dfxtp_2,16
bufinv_16,11
clkbuf_1,11
nand4_1,86
nor3_1,26
nor2b_1,31
worst max-delay path, stage by stage, from the launching register on:
cell and delay [ps]:
dfxtp_4 760, buf_4 480, nand4_1 170, nor4_2 340
nand3_2 210, o31ai_4 280, buf_4 440, o22a_1 310
metrics by stage:
step           hold WS [ps]  setup WS [ps]  instance area, um2
4_1_cts               319.7           1683               42630
2_1_floorplan         309.6           2885               29930
3_3_place_gp          313.4           1713               39430
6_report              315.8           1693               42700
3_5_place_dp          312.1           1728               39430
5_1_grt               326.4           1656               42670
area by class of cell:
cell class	count	share of cell area
clock buffer	112	0.05805
clock inverter	53	0.01697
multi-input combinational	1634	0.3070
antenna	28	0.001641
timing repair buffer	680	0.1557
sequential	782	0.3734
tap	2975	0.08717
power groups by stage:
stage         Sequential (uW)  Clock [uW]  Combinational (uW)
CTS                      7390        7520                1650
global route             7400        7730                1760
finish                   7390        7270                1650
Power and IR drop assume default switching activity.
