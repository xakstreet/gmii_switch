File: flow/run.sh
#!/bin/bash
# OpenROAD 26Q1-2900-gdf79404cd8, Yosys 0.63+post, stock flow scripts
make -C /OpenROAD-flow-scripts/flow DESIGN_CONFIG=/design/flow/config.mk WORK_HOME=/design/flow/orfs finish
File: flow/config.mk
export PLATFORM = sky130hd
export DESIGN_NAME = mac_source_parser
export DESIGN_NICKNAME = mac_source_parser
export VERILOG_FILES = /design/flow/design.v
export SDC_FILE = /design/flow/constraint.sdc
export NUM_CORES = 4
export LEC_CHECK = 1
export CORE_UTILIZATION = 40
export SYNTH_HDL_FRONTEND = slang
File: flow/constraint.sdc
current_design mac_source_parser

set clk_period 4.5
set clk_io_pct 0.2

create_clock -name clk0 -period $clk_period [get_ports {clk}]

set non_clock_inputs [all_inputs -no_clocks]
set_input_delay [expr $clk_period * $clk_io_pct] -clock clk0 $non_clock_inputs
set_output_delay [expr $clk_period * $clk_io_pct] -clock clk0 [all_outputs]
File: flow/design.v
`timescale 1ns / 1ps
package gmii_router_definitions;
	parameter MAC_TABLE_SIZE = 4;
	parameter PORT_NUMBER = 4;
	parameter BYTE = 8;
	parameter BROADCAST = 48'hFFFFFFFFFFFF;
	typedef struct packed {
		reg [6*BYTE-1:0] mac_number;
	} mac_val;
	typedef struct packed {
		mac_val [MAC_TABLE_SIZE-1:0] mac_number_per_port;
	} mac_val_per_port;
	typedef struct packed {
		reg [7:0] data;
		reg dv;
		reg err;
	} gmii_interface;
	typedef struct packed {
		gmii_interface gmii_flow;
		reg [PORT_NUMBER-1:0] port_index;
	} gmii_routed_interface;
	typedef struct packed {
		mac_val_per_port [PORT_NUMBER-1:0] main_switch_table ;
	} switch_table;
	typedef struct packed {
		mac_val mac_number_per_port;
		reg mac_valid;
	} mac_info_interface;
endpackage
`timescale 1ns / 1ps
import gmii_router_definitions::*;
module mac_source_parser(
		input clk,
		output mac_info_interface info_MAC_out,
		input gmii_interface gmii_rxd_in,
		output gmii_interface gmii_rxd_out
    );
	localparam DELAY_DATA_VALUE = 7+1+6+6 +1; 
	gmii_interface [DELAY_DATA_VALUE-1:0] gmii_pipe;
	always_ff @(posedge clk) begin
		gmii_pipe[0] <= gmii_rxd_in;
      for (int i=1; i < DELAY_DATA_VALUE; i++)
      begin: piplining_gmii
         gmii_pipe[i] <= gmii_pipe[i-1];
      end		
	end
	wire [8*BYTE-1:0] detected_preamble;
	assign detected_preamble = {gmii_pipe[DELAY_DATA_VALUE-1-1].data, gmii_pipe[DELAY_DATA_VALUE-1-1 -1].data,
								gmii_pipe[DELAY_DATA_VALUE-1-1 -2].data, gmii_pipe[DELAY_DATA_VALUE-1-1 -3].data,
								gmii_pipe[DELAY_DATA_VALUE-1-1 -4].data, gmii_pipe[DELAY_DATA_VALUE-1-1 -5].data,
								gmii_pipe[DELAY_DATA_VALUE-1-1 -6].data, gmii_pipe[DELAY_DATA_VALUE-1-1 -7].data};
	wire [6*BYTE-1:0] detected_MAC_src;
	assign detected_MAC_src = {gmii_pipe[DELAY_DATA_VALUE-1-7-1 -7].data, gmii_pipe[DELAY_DATA_VALUE-1-7-1 -8].data,
								gmii_pipe[DELAY_DATA_VALUE-1-7-1 -9].data, gmii_pipe[DELAY_DATA_VALUE-1-7-1 -10].data,
								gmii_pipe[DELAY_DATA_VALUE-1-7-1 -11].data, gmii_pipe[DELAY_DATA_VALUE-1-7-1 -12].data};
	wire [6*BYTE-1:0] detected_MAC_src_pr_sh; 
	assign detected_MAC_src_pr_sh = {gmii_pipe[DELAY_DATA_VALUE-1-7-1 -6].data, gmii_pipe[DELAY_DATA_VALUE-1-7-1 -7].data,
								gmii_pipe[DELAY_DATA_VALUE-1-7-1 -8].data, gmii_pipe[DELAY_DATA_VALUE-1-7-1 -9].data,
								gmii_pipe[DELAY_DATA_VALUE-1-7-1 -10].data, gmii_pipe[DELAY_DATA_VALUE-1-7-1 -11].data};
	always_ff @(posedge clk) begin 
		if(!gmii_pipe[DELAY_DATA_VALUE-1].dv && gmii_pipe[DELAY_DATA_VALUE-2].dv) begin 
			info_MAC_out.mac_valid <= 1'b1;
			if(detected_preamble[2*BYTE-1:BYTE] == 8'hD5) 
				info_MAC_out.mac_number_per_port <= detected_MAC_src_pr_sh;
			else
				info_MAC_out.mac_number_per_port <= detected_MAC_src;
		end
		else begin
			info_MAC_out.mac_valid <= 1'b0;
		end
	end
	always_ff @(posedge clk) begin 
		gmii_rxd_out <= gmii_pipe[DELAY_DATA_VALUE-1];
	end
endmodule
==> job_summary.md <==
## PnR job results

| Metric | Value |
|---|---|
| Comb pwr share | `1.8%` |
| CP Cell Sequence | `clkdlybuf4s50_1` |
| Min-Delay Path Class | `reg2reg` |
| CP required | `3.60 ns` |
| CP Max Fanout | `1` |
| Tool warnings | `25` |
| Die H | `130.0 um` |
| Layout fillers | `1265` |
| Routed length per placed instance | `11.22 um` |
| Dpl hpwl | `3791 um` |
| Port bufs | `69` |
| Yosys cell count | `326` |
| Slew Limit Fails | `0` |
| VDD IR-drop max | `0.6033 mV` |
| Clock skew | `0.01788 ns` |
| Number of clock sinks | `269` |
| Core Util at FP | `41.10%` |
| CP delay by family, top | `buffers and inverters` |
| Setup-failing EPs final | `0` |
| Drt pass-1 iters | `3` |
| PD cells | `567.4 nW/um^2` |
| Cell Type Count | `10` |
| Max_slew headroom | `49.42%` |
| RR Startpoint | `detected_preamble[11]$_DFF_P_` |
| Cell taking the most area after synthesis | `dfxtp_1` |
| Mapped Cells | `326` |
| Core Util, Final | `52.13%` |
| CTS root buffer | `clkbuf_16` |
| GR Overflow Total | `0` |
| Worst hold slack | `0.3168 ns` |
| Io pins | `70` |
| CP Launch Point | `info_MAC_out[42]$_DFFE_PP_` |
| Cell Area, Synth | `6553 sq um` |
| Vias in the first global route | `2536` |
| Worst-margin pin slew | `0.7587 ns` |
| Critical path type | `reg2out` |
| Slowest CP cell | `clkdlybuf4s50_1` |
| H-tree depth | `1` |
| First-pass GRT wire length | `11980 um` |
| Residual DRC count | `0` |
| Die width | `130.0 um` |
| Initial antenna violation count | `0` |
| GRT Total Usage | `9.609%` |
| Synth Register Bits | `269` |
| Post-layout period usage | `50.16%` |
| Post-CTS Setup Repair Bufs | `0` |
| Part of the power in registers | `55.5%` |
| Synth top cell by count | `dfxtp_1` |
| Synth Flop Type | `dfxtp_1` |
| Post-DR vias/cell | `3.982` |
| Crit path buf inv count | `1` |
| Async SR Flop Fraction | `0%` |
| Diode count | `0` |
| Crit end category | `output port` |
| Final ANT Viol Nets | `0` |
| Post-synthesis sequential area ratio | `89.52%` |
| Leakage | `3.320 nW` |
| Syn_area_per_cell | `20.10 sq um` |
| Min Tclk post-route | `2.257 ns` |
| Clk slew on worst S/H paths | `0.06 ns` |
| Final Hold Fails | `0` |
| WL final | `7340 um` |
| RSZ-0062 raised after global routing | `false` |
| Clk buf depth | `3` |
| Max Cap Viol | `0` |
| CTS tree | `yes` |
| CP peak stage delay | `0.52 ns` |
| Largest net degree at the start of global routing | `50` |
| Area grow syn2layout | `26.83%` |
| Internal power | `3.862 mW` |
| Initial DRC Count | `102` |
| Max Clock Freq | `0.4431 GHz` |
| Switching Fraction | `18.09%` |
| Die Area | `16900 sq um` |
| Core area | `15940 sq um` |
| Switching Power | `0.8530 mW` |
| Synth Warn # | `0` |
| Status | `finished, final reports clean` |
| CP Launch Type | `register` |
| Hold Startpoint | `gmii_pipe[108]$_DFF_P_` |
| Via count | `2604` |
| YS chip area | `6553 sq um` |
| WP data arrival | `1.36 ns` |
| Flop-to-flop setup slack | `2.59 ns` |
| Clk latency late pin | `0.51 ns` |
| Post-CTS sizing | `0` |
| Setup TNS | `0 ns` |
| EDFF count, synth | `48` |
| Ratio of cells with drive above 1 in the final layout | `19.41%` |
| Biggest area cells | `dfxtp_1 68%, edfxtp_1 22%, mux2_2 4.8%` |
| GPL Wtd Cong | `0.7153` |
| Hold Buf Count CTS | `0` |
| Top-area cell share | `67.52%` |
| Clock Power Share | `42.7%` |
| Row count | `46` |
| Clock buffer count from CTS | `26` |
| Post-synth top cells | `221 x dfxtp_1, 48 x edfxtp_1, 28 x mux2_2, 20 x mux2_4` |
-- sequential cells by signal, indices dropped and copies added, names as in the netlist --
name                    cells
detected_preamble          64
info_MAC_out               49
detected_MAC_src_pr_sh      8
detected_MAC_src           48
gmii_pipe                  90
gmii_rxd_out               10
-- path summary, 6_finish.rpt --
check,end,cells after the start
setup / recovery,info_MAC_out[42],1
hold / removal,gmii_pipe[118]$_DFF_P_,0
setup reg to reg,info_MAC_out[48]$_DFFE_PP_,4
hold reg to reg,gmii_pipe[118]$_DFF_P_,0
-- cells by family (layout without fill, tap and decap cells) --
| family | after synthesis | after routing | share of synthesized area [%] |
|---|---|---|---|
| multiplexers | 48 | 48 | 9.395 |
| AND/OR/NAND/NOR | 4 | 4 | 0.4774 |
| buffers and inverters | 5 | 117 | 0.6111 |
| flip-flops | 269 | 269 | 89.52 |
-- power by group through the flow --
stage	Combinational [mW]	Clock, mW	Sequential (mW)
6_report	0.0842	2.02	2.62
5_1_grt	0.0923	2.18	2.63
4_1_cts	0.0860	2.08	2.62
-- layout make-up --
| class | instances | area, sq um | share of cell area, % |
|---|---|---|---|
| Clock buffer | 40 | 723.2 | 8.702 |
| Multi-Input combinational cell | 52 | 654.4 | 7.874 |
| Tap cell | 216 | 270.3 | 3.252 |
| Timing Repair Buffer | 71 | 705.7 | 8.491 |
| Sequential cell | 269 | 5866 | 70.58 |
| Clock inverter | 6 | 91.34 | 1.099 |
-- through the flow --
stage	instances	setup slack, ns	power (mW)	area (sq um)
6_report	654	2.243	4.715	8310
5_1_grt	654	2.185	4.905	8310
4_1_cts	654	2.213	4.784	8310
3_5_place_dp	608	2.582	2.753	7496
3_3_place_gp	608	2.621	2.749	7496
2_1_floorplan	326	1.549	2.684	6553
-- per-layer routing --
| layer | track usage (%) | share of wire (%) | vias up |
|---|---|---|---|
| met5 | 0 | 0 | - |
| met4 | 3.694 | 3.7 | 0 |
| met1 | 14.89 | 46 | 1205 |
| li1 | - | - | 1299 |
| met2 | 12.61 | 41 | 78 |
| met3 | 4.259 | 9.4 | 22 |
-- cells in the final DEF (no fill, tap or decap), drive strengths merged --
cell             n
dfxtp          221
clkdlybuf4s50   69
edfxtp          48
mux2            48
clkbuf          40
clkinv           4
bufinv           2
buf              2
nor2b            2
and4bb           1
nand4            1
No activity file was given, so power comes from the tool's default toggle rates.
